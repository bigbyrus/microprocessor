===== flow/run.sh =====
#!/bin/bash
# OpenROAD 26Q1-2900-gdf79404cd8, Yosys 0.63+post, stock flow scripts
make -C /OpenROAD-flow-scripts/flow DESIGN_CONFIG=/design/flow/config.mk WORK_HOME=/design/flow/orfs finish

===== flow/config.mk =====
export PLATFORM = sky130hd
export DESIGN_NAME = reg_file
export DESIGN_NICKNAME = reg_file
export VERILOG_FILES = /design/flow/design.v
export SDC_FILE = /design/flow/constraint.sdc
export NUM_CORES = 4
export LEC_CHECK = 1
export CORE_AREA = 10 10 101 101
export DIE_AREA = 0 0 111 111

===== flow/constraint.sdc =====
current_design reg_file

set clk_period 2.0
set clk_io_pct 0.2

create_clock -name clk0 -period $clk_period [get_ports {clk}]

set non_clock_inputs [all_inputs -no_clocks]
set_input_delay [expr $clk_period * $clk_io_pct] -clock clk0 $non_clock_inputs
set_output_delay [expr $clk_period * $clk_io_pct] -clock clk0 [all_outputs]

===== flow/design.v =====
module reg_file #(
  parameter dw = 8,
            pw = 2
)(
  input  logic              clk,
  input  logic              wr_en,
  input  logic [dw-1:0]     dat_in,      
  input  logic [pw-1:0]     rd_addrA,    
  input  logic [pw-1:0]     rd_addrB,    
  input  logic [pw-1:0]     wr_addr,     
  output logic [dw-1:0]     datA_out,    
  output logic [dw-1:0]     datB_out     
);
  logic [dw-1:0] registers [0:3];
  always_ff @(posedge clk) begin
    if (wr_en)
      registers[wr_addr] <= dat_in;
  end
  always_comb begin
    datA_out = registers[rd_addrA];
    datB_out = registers[rd_addrB];
  end
endmodule

==> flow_summary.toml <==
# implementation run metrics
[pwr]
power.density_nw_per_um2 = 692
p_total_uw = 1400
p_leak_uw = 0.000694
vdd_drop_max_uv = 216

[worst_setup_path]
worstPathArrival_ps = 1560
worstPathCellList = "clkdlybuf4s15_2 -> buf_12 -> buf_4 -> mux4_2 -> dlygate4sd2_1"
max_stage_delay_ps = 490
crit_type = "in2out"
end_kind = "output pin"
cp_data_required_time_ps = 1600
start_kind = "input pin"
worstPathMaxFanout = 6
worst_path_max_delay_cell = "mux4_2"

[detailed_routing]
wl_per_cell_um = 14.4
via_count = 766
detail_route.vias_per_cell = 3.67
routed_wl_um = 3010
ant_nets = 0
drt-initial-drc-count = 27
detail_route.first_pass.iterations = 3
diodes = 0
drc_errors = 0

[yosys]
synth.most_common_cell = "edfxtp_1"
synthesis.area_um2 = 1390
ys_cells = 56
syn_inst = 56
flop_cell = "edfxtp_1"
synthDominantCellAreaShare_pct = 69.4
postSynthAreaPerCell_um2 = 24.7
synthTopCellsByArea = "edfxtp_1, mux4_2, buf_6"
synth.distinct_cells = 7
ys_seq_share_pct = 69.4
yosys_area_um2 = 1390
common_cells = "edfxtp_1, mux4_2, and3b_1, buf_6, clkbuf_2"
largest_area_cell = "edfxtp_1"
synth-edff-count = 32
ys.flops = 32
synthArstFlopShare_pct = 0
yosysWarnings = 1

[timing]
finalCritPeriodShare_pct = 98.2
hold_violations = 0
finalSetupViolCount = 0
tightest_slew_ps = 440
setup_ws_ps = 35.4
period_minus_slack_ps = 1960
max_freq_ghz = 0.509
timing.slew.headroom_pct = 70.7
slew_viol_final = 0
hold-worst-slack_ps = 756

[place]
place_area_um2 = 1880
routabilityCongestion = 0.693
placement.io_buffers = 31
pre_cts_slack_ps = -433

[grt]
grt_max_degree = 10
grt_pass1_vias = 898
antenna_found_initial = 0
grt.total_usage_pct = 4.87
grt_pass1_wl_um = 4630
grt_overflow = 0

[clock_tree]
h-tree-depth = 2
cts_tree = "done"
cts.path.max_buffers = 2
cts_root_buf = "clkbuf_8"
numCtsBuffers = 5
cts_sinks = 32
clkTransAtPathRegs_ps = 60
cts_hold_buffers = 0

[cells_and_area]
final_area_um2 = 2030
regMostFlops = "registers"
area_growth_pct = 46.4
largest_reg_flops = 32
final_layout_size_suffix_gt1_share_pct = 35.6
fillers = 803
largest_registers = "registers x32"

[floorplanning]
chipArea_um2 = 12300
initial_utilization_pct = 17.0
io_pins = 32
die_w_um = 111
core_um2 = 8130
fp.dieH_um = 111
rows = 33

[run_status]
status = "finished clean"

[run]
warnings = 25
cap_violations = 0

[hold_path]
hold_class = "in2reg"
## logic make-up after synthesis
group         synth area share, %
mux                          26.0
simple gates                 2.26
flops                        69.4
buf+inv                      2.35
## worst paths after layout
kind / cells after the start / end / from
min: 1 / registers[2][0] / dat_in[0]
max: 5 / datA_out[3] / rd_addrA[0]
## power breakdown
part	leakage, µW	total [µW]	switching (µW)	internal [µW]
Combinational	0.000361	197	62.0	135
Sequential	0.000294	788	13.2	775
Clock	0.0000391	419	190	228
## stage by stage
step                std cells  setup TNS (ps)  utilization, %
global route              209           -16.4            24.9
floorplan                  56               0               -
detailed placement        193           -6450            23.1
finish                    209               0            24.9
global placement          193           -6680            23.1
CTS                       206               0            24.5
## routing by layer
layer	global-route usage, %	part of all wire, %	vias to the layer above
met5	0	0	-
met4	0.521	0.23	0
met3	4.43	16	2
met2	8.14	50	43
met1	4.40	34	377
li1	-	-	344
## repair_timing
item                       in CTS  in global routing
setup endpoints to repair      16                  6
gates resized                  29                  3
buffers inserted                6                  3
## cell type report
type	instances	area [µm²]	share of cell area [%]
flip-flops and latches	32	961	47.4
repair buffers	45	468	23.1
multi-input cells	20	392	19.3
well taps	105	131	6.48
clock buffers	5	68.8	3.39
clock inverters	2	7.51	0.370
## worst max-delay path, delay by kind of cell
family | cells | cell delay (ps)
buffers and inverters | 4 | 670
multiplexers | 1 | 490
## cells in the final DEF (no fill, tap or decap), drive strengths merged
master	count
and3	1
and3b	2
buf	15
clkbuf	5
clkdlybuf4s15	5
clkdlybuf4s50	11
clkinv	2
dlygate4sd2	14
edfxtp	32
mux4	16
nor3b	1
Power is estimated from default activity; no workload was simulated.
