`/design/flow/constraint.sdc`:
```
current_design ALU

set clk_period 6.0
set clk_io_pct 0.2

create_clock -name clk0 -period $clk_period

set non_clock_inputs [all_inputs -no_clocks]
set_input_delay [expr $clk_period * $clk_io_pct] -clock clk0 $non_clock_inputs
set_output_delay [expr $clk_period * $clk_io_pct] -clock clk0 [all_outputs]
```
`/design/flow/run.sh`:
```
#!/bin/bash
# OpenROAD 26Q1-2900-gdf79404cd8, Yosys 0.63+post, stock flow scripts
make -C /OpenROAD-flow-scripts/flow DESIGN_CONFIG=/design/flow/config.mk WORK_HOME=/design/flow/orfs finish
```
`/design/flow/config.mk`:
```
export PLATFORM = sky130hd
export DESIGN_NAME = ALU
export DESIGN_NICKNAME = ALU
export VERILOG_FILES = /design/flow/design.v
export SDC_FILE = /design/flow/constraint.sdc
export NUM_CORES = 4
export LEC_CHECK = 1
export CORE_AREA = 10 10 112 112
export DIE_AREA = 0 0 122 122
```
`/design/flow/design.v`:
```
module ALU(
  input [3:0] OP,
  input [7:0] inA,
  input [7:0] inB,
  output logic [7:0] rslt,
  output logic neg, zero);
  logic signed [7:0] signed_asr;
  always_comb begin
	  neg = '0;
	  zero = '0;
	  rslt = '0;
	  signed_asr = '0;
	  case(OP)
	  4'b0000: begin  
		  rslt = inA + inB;
	  end
	  4'b0001: begin  
		  rslt = inA - inB;
	  end
	  4'b0010: begin  
		  rslt = inA & inB;
	  end
	  4'b0011: begin  
		  rslt = inA | inB;
	  end
	  4'b0100: begin  
		  rslt = inA << inB;
	  end
	  4'b0101: begin  
		  signed_asr = inA;
		  rslt = signed_asr >>> inB;
	  end
	  4'b0110: begin  
		  if(inA<inB) neg = 1'b1;
		  else if (inA==inB) zero = 1'b1;
	  end
	  4'b0111: begin  
		  if(inA<inB) neg = 1'b1;
		  else if (inA==inB) zero = 1'b1;
	  end
	  4'b1000: begin  
		  rslt = inB;
	  end
	  4'b1001: begin  
		  rslt = inB;
	  end
	  4'b1010: begin  
		  rslt = inB;
	  end
	  4'b1011: begin  
		  rslt = inB;
	  end
	  4'b1100: begin  
		  rslt = inA<<inB;
	  end
	  4'b1101: begin  
		  rslt = inA | inB;
	  end
	  4'b1110: begin  
		  rslt = inA ^ inB;
	  end
	  4'b1111: begin  
		  rslt = inA>>inB;
	  end
	  default: begin
			rslt = '0;
	  end
	  endcase
  end
endmodule
```
==> results.cfg <==
; flow metrics
[outcome]
status = complete, no violations

[logic_synthesis]
ys_chip_area_um2 = 2150
adder_share = 0.158
simple_gate_share = 0.225
yosysTopAreaCellShare = 0.140
synthCells = 304
syn_avg_cell_area_um2 = 7.07
synth.area.top_cells = ha_1, mux4_2, nor2_1, a21oi_1, o21ai_0
synth_area_um2 = 2150
ys_warn_count = 1
synth_area_leader_cell = ha_1
synthAoiAreaFrac = 0.360
topCombFamilyByArea = AND-OR/OR-AND gates
synth_seq_share = 0
ys_sh_mux = 0.120
xor_area_frac = 0.0285
yosysUniqueCellTypes = 61
synth-cells-yosys = 304

[final_timing]
slew-limit-headroom = 0.517
hold_viol = 0
grt_setup_unrepaired = false
period_minus_slack_ns = 5.55
finalSetupViolations = 0
fin_crit_sh = 0.925
slew_violations = 0
worstMarginPinSlew_ns = 0.707
totalNegativeSetupSlack_ns = 0
max_freq_mhz = 180

[grt]
antenna_found_initial = 0
overflow = 0
grt_pass1_vias = 2433
grt_pass1_wl_mm = 13.0
grt_max_degree = 26
grt_use_total = 0.107

[routing]
first_iter_violations = 193
drcViolationCount = 0
num_antenna_cells = 0
drt_first_pass_iters = 5
vias = 2507
vias_per_cell = 5.44
drtAntennaViolNets = 0
wl_per_cell_um = 17.7
routed_wl_mm = 8.17

[worst_setup_path]
worstSetupStartpointType = input pin
path_class = in -> out
worst-endpoint-arrival_ns = 4.35
critPathMaxFanout = 9
end_kind = output port
required_ns = 4.80

[floorplanning]
core_area_um2 = 10200
die_area_um2 = 14900
die_w_um = 122
num_rows = 37
core_util_floorplan = 0.210
io_pins = 30
die_h_um = 122

[clock_tree]
holdBufCountCts = 0
post_cts_buffers = 0
cts_resized = 0

[finish]
area_growth_pct = 19.8
n_clock_buffer = 0
fillCellCount = 1127
mostFrequentLayoutCell = nor2_1
ff_count = 0
final_layout_top_logic_cells = nor2_1, clkdlybuf4s50_1, inv_1, nand2_1, ha_1
regArea_um2 = 0
drive_gt1_frac = 0.0831

[power_and_ir_drop]
power.density_nw_per_um2 = 75.0
p_leak_nw = 1.01
irDropWorstVdd_mv = 0.0280
total_power_mw = 0.193

[placed_design]
hpwl_mm = 6.63
place.gp.congestion = 0.971
port_buffers = 30

[min_path]
min_path_type = in -> out

[job]
tool_warnings = 48
cap_violations = 0
## critical path, cell delays in order
cell             delay, ns
clkdlybuf4s50_1       0.67
inv_1                 0.20
fa_1                  0.57
a221oi_1              0.07
a2111oi_0             0.67
o21ai_0               0.22
o2bb2a_1              0.34
clkdlybuf4s50_1       0.41
## synth_stat cells (6+ instances only)
cell and n:
xnor2_1 6, o21ai_0 20, nand3_1 8, a21oi_1 22, inv_1 24, o22ai_1 8
nand2_1 24, nor2_1 33, ha_1 24, clkbuf_1 10, mux2i_1 9, mux4_2 7
## power by group
group          internal (mW)  switching [mW]  leakage (nW)
clock network              0               0             0
registers                  0               0             0
logic                 0.0870           0.106          1.01
## final timing paths
check / from / end / cells after the start / slack (ns)
worst max-delay path: inA[1] / rslt[1] / 8 / 0.45
worst min-delay path: inA[0] / rslt[0] / 5 / 3.73
## through the flow
| step | util | setup slack [ns] | instances | instance area [um2] | hold WS, ns |
|---|---|---|---|---|---|
| global route | 0.252 | 0.323 | 461 | 2580 | 3.83 |
| CTS | 0.252 | 0.487 | 461 | 2580 | 3.75 |
| floorplan | - | 1.81 | 304 | 2150 | 2.47 |
| detailed placement | 0.252 | 0.501 | 461 | 2580 | 3.75 |
| global placement | 0.252 | 0.624 | 461 | 2580 | 3.77 |
| finish | 0.252 | 0.451 | 461 | 2580 | 3.73 |
## final cells by class
| cell class | instances | area [um2] | share of cell area |
|---|---|---|---|
| Tap cell | 136 | 170 | 0.0661 |
| Inverter | 24 | 90.1 | 0.0350 |
| Multi-Input combinational cell | 258 | 1920 | 0.745 |
| Timing Repair Buffer | 43 | 398 | 0.154 |
## logic make-up (layout without fill, tap and decap cells)
group,count (synthesis),count (layout)
adder cells (fa/ha/maj),26,26
XOR/XNOR,7,7
buffers and inverters,46,67
AND/OR/NAND/NOR,99,99
AND-OR/OR-AND,109,109
multiplexers,17,17
## metal layers
layer	vias to the layer above	routed length, um	GRT usage
met4	0	327	0.0373
li1	1193	-	-
met2	111	3930	0.179
met5	-	0	0
met3	25	505	0.0108
met1	1178	3420	0.141
Power figures rest on the tool's default switching activity, not on a simulated workload.
