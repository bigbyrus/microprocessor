**flow/config.mk**
```make
export PLATFORM = sky130hd
export DESIGN_NAME = data_mem
export DESIGN_NICKNAME = data_mem
export VERILOG_FILES = /design/flow/design.v
export SDC_FILE = /design/flow/constraint.sdc
export NUM_CORES = 4
export LEC_CHECK = 1
export CORE_UTILIZATION = 40
```
**flow/constraint.sdc**
```tcl
current_design data_mem

set clk_period 17.5
set clk_io_pct 0.2

create_clock -name clk0 -period $clk_period [get_ports {clk}]

set non_clock_inputs [all_inputs -no_clocks]
set_input_delay [expr $clk_period * $clk_io_pct] -clock clk0 $non_clock_inputs
set_output_delay [expr $clk_period * $clk_io_pct] -clock clk0 [all_outputs]
```
**flow/design.v**
```verilog
module data_mem(
  input              clk,
  input [7:0]        dataAddr,
  input              ReadMem,
  input              writeMem,
  input [7:0]       dataIn,
  output logic[7:0] dataOut);
  logic [7:0] my_memory [256];
  always_comb
    if(ReadMem) begin
      dataOut = my_memory[dataAddr];
    end else 
      dataOut = 8'bZ;
  always_ff @ (posedge clk)
    if(writeMem) begin
      my_memory[dataAddr] = dataIn;
    end
endmodule
```
**flow/run.sh**
```bash
#!/bin/bash
# OpenROAD 26Q1-2900-gdf79404cd8, Yosys 0.63+post, stock flow scripts
make -C /OpenROAD-flow-scripts/flow DESIGN_CONFIG=/design/flow/config.mk WORK_HOME=/design/flow/orfs finish
```
==> impl_metrics.prom <==
# HELP chip_impl_metric Physical implementation figures
# TYPE chip_impl_metric gauge
chip_impl_info{name="critical_path.slowest_cell",value="sky130_fd_sc_hd__o41ai_1"} 1
chip_impl_info{name="crit_path_cell_trace",value="buf_8, buf_4, buf_4, buf_4, mux4_2, a22oi_1, a21oi_1, o41ai_1, buf_4, nand4_1, clkdlybuf4s50_1"} 1
chip_impl_metric{name="netlist_instances",unit=""} 3539
chip_impl_metric{name="die_y",unit="um"} 444.5
chip_impl_metric{name="synth_largest_type_area_fraction",unit="%"} 78.51
chip_impl_metric{name="max_cap_violations",unit=""} 0
chip_impl_metric{name="grt_pass1_wl",unit="mm"} 269.1
chip_impl_metric{name="route.final.wire_length",unit="mm"} 184.1
chip_impl_metric{name="warnings",unit=""} 30
chip_impl_metric{name="vias",unit=""} 36370
chip_impl_info{name="outcome",value="complete, no violations"} 1
chip_impl_metric{name="finalWorstPathRequiredPeriod",unit="ns"} 12.17
chip_impl_metric{name="cts_buffer_count",unit=""} 202
chip_impl_metric{name="wl_per_cell",unit="um"} 28.42
chip_impl_info{name="cell_family_with_most_cp_delay",value="buffers and inverters"} 1
chip_impl_metric{name="ant_nets",unit=""} 0
chip_impl_metric{name="layout_worst_path_cycle_share",unit="%"} 69.56
chip_impl_metric{name="fin_tns_setup",unit="ns"} 0
chip_impl_metric{name="power-per-cell-area",unit="mW/mm2"} 113.6
chip_impl_metric{name="slew_at_the_pin_with_the_worst_max_slew_slack",unit="ns"} 0.9335
chip_impl_metric{name="tritoncts_sink_count",unit=""} 2048
chip_impl_metric{name="post-route-drc-count",unit=""} 0
chip_impl_info{name="min-delay-start",value="dataIn[0]"} 1
chip_impl_info{name="synth.area.top_cells",value="sky130_fd_sc_hd__edfxtp_1, sky130_fd_sc_hd__mux4_2, sky130_fd_sc_hd__a22oi_1"} 1
chip_impl_info{name="hp-class",value="in -> reg"} 1
chip_impl_metric{name="clock_tree.htree_level_count",unit=""} 4
chip_impl_metric{name="port_buffers",unit=""} 25
chip_impl_metric{name="die.size.x",unit="um"} 444.5
chip_impl_metric{name="setup_viol_count_final",unit=""} 0
chip_impl_metric{name="fin_total_pwr",unit="mW"} 10.05
chip_impl_metric{name="synth.ff_latch_count",unit=""} 2048
chip_impl_info{name="cp-start-kind",value="input port"} 1
chip_impl_metric{name="detailedRoute.firstPassIterationCount",unit=""} 24
chip_impl_metric{name="design.portCount",unit=""} 27
chip_impl_metric{name="final_core_area_utilization",unit="%"} 45.44
chip_impl_metric{name="clkSlewWorstSetupHoldPaths",unit="ns"} 0.05
chip_impl_metric{name="final_std_cell_area_no_fill",unit="mm2"} 0.08851
chip_impl_metric{name="synth.yosys.num_cells",unit=""} 3539
chip_impl_metric{name="dr.first_iter.drc_count",unit=""} 2692
chip_impl_metric{name="seq_area_frac_synth",unit="%"} 78.51
chip_impl_info{name="min_delay_worst_endpoint",value="my_memory[160][0]"} 1
chip_impl_metric{name="cts_max_path_buffers",unit=""} 3
chip_impl_metric{name="area.growth.synth_to_final",unit="%"} 12.99
chip_impl_metric{name="largest_register_ffs",unit=""} 2048
chip_impl_metric{name="cts-resized-gates",unit=""} 0
chip_impl_info{name="crit_path_frequent_cell",value="sky130_fd_sc_hd__buf_4"} 1
chip_impl_metric{name="global_route.overflow_total",unit=""} 0
chip_impl_metric{name="synth_area",unit="mm2"} 0.07833
chip_impl_metric{name="chip_area",unit="mm2"} 0.1976
chip_impl_metric{name="slew-limit-headroom",unit="%"} 37.54
chip_impl_metric{name="post_route_cells_drive_above_1_share",unit="%"} 25.06
chip_impl_info{name="tritoncts",value="done"} 1
chip_impl_metric{name="largest_net_degree_at_the_start_of_global_routing",unit=""} 111
chip_impl_metric{name="vias_per_cell",unit=""} 5.615
chip_impl_metric{name="synth.yosys.chip_area",unit="mm2"} 0.07833
chip_impl_info{name="synthDominantAreaCellType",value="sky130_fd_sc_hd__edfxtp_1"} 1
chip_impl_metric{name="timing_max_transition_violations_final",unit=""} 0
chip_impl_metric{name="synth-warning-count",unit=""} 2
chip_impl_metric{name="finalHoldViolCount",unit=""} 0
chip_impl_info{name="criticalPathCategory",value="in -> out"} 1
chip_impl_metric{name="worst-path-max-fanout",unit=""} 78
chip_impl_metric{name="initial_utilization",unit="%"} 40.21
chip_impl_metric{name="power.leakage",unit="nW"} 26.59
chip_impl_metric{name="detailed_place.area",unit="mm2"} 0.08210
chip_impl_metric{name="post_cts_hold_buffer_count",unit=""} 0
chip_impl_metric{name="cp_peak_stage_delay",unit="ns"} 0.73
chip_impl_metric{name="cp_num_buf_inv",unit=""} 6
chip_impl_metric{name="final_hpwl_from_detailed_placement",unit="mm"} 108.0
chip_impl_metric{name="critical_path_arrival",unit="ns"} 8.67
chip_impl_metric{name="floorplan.rows",unit=""} 162
chip_impl_metric{name="grt_antenna_before_repair",unit=""} 2
chip_impl_metric{name="ir_worst_vdd",unit="mV"} 0.07880
chip_impl_metric{name="syn_area_per_cell",unit="um2"} 22.13
chip_impl_metric{name="worst_hold_path.num_cells",unit=""} 1
chip_impl_metric{name="coreArea",unit="mm2"} 0.1948
chip_impl_info{name="clock_tree_root_buffer_cell",value="sky130_fd_sc_hd__clkbuf_16"} 1
chip_impl_metric{name="grt_pass1_vias",unit=""} 40330
chip_impl_metric{name="finalWeightedCongestion",unit=""} 0.8601
chip_impl_metric{name="synth_cell_type_count",unit=""} 21
chip_impl_metric{name="timing.critical_path.required",unit="ns"} 14.00
chip_impl_info{name="rsz0062_at_grt",value="no"} 1
chip_impl_metric{name="postCtsSetupRepairBufs",unit=""} 0
chip_impl_metric{name="grtUsageTotal",unit="%"} 20.82
chip_impl_info{name="timing.critical_path.to_type",value="output pin"} 1
chip_impl_metric{name="achievable-frequency",unit="MHz"} 82.15
-- cell usage in the layout, fill, tap and decap left out, types with 5 or more instances in the layout --
master / netlist / layout
sky130_fd_sc_hd__clkbuf_1: 145 / 47
sky130_fd_sc_hd__clkinvlp_4: 0 / 6
sky130_fd_sc_hd__mux4_2: 512 / 512
sky130_fd_sc_hd__buf_8: 0 / 10
sky130_fd_sc_hd__nand4_1: 8 / 8
sky130_fd_sc_hd__bufinv_16: 0 / 17
sky130_fd_sc_hd__o41ai_2: 0 / 7
sky130_fd_sc_hd__clkdlybuf4s50_1: 0 / 15
sky130_fd_sc_hd__nor2_1: 232 / 231
sky130_fd_sc_hd__edfxtp_1: 2048 / 2048
sky130_fd_sc_hd__inv_6: 0 / 6
sky130_fd_sc_hd__o41ai_1: 32 / 25
sky130_fd_sc_hd__clkbuf_16: 0 / 202
sky130_fd_sc_hd__a22oi_1: 256 / 256
sky130_fd_sc_hd__nand2_1: 28 / 28
sky130_fd_sc_hd__buf_4: 16 / 149
sky130_fd_sc_hd__clkinv_2: 0 / 31
sky130_fd_sc_hd__nor3_1: 30 / 30
sky130_fd_sc_hd__a21oi_1: 128 / 128
sky130_fd_sc_hd__nor2b_1: 7 / 5
sky130_fd_sc_hd__nand3_1: 13 / 9
sky130_fd_sc_hd__clkinv_1: 0 / 48
-- routing by layer --
layer	global-route usage (%)	vias to the layer above	routed length [um]
li1	-	15370	-
met1	26.87	18670	62050
met2	29.96	2025	86810
met3	14.77	289	29230
met4	4.959	14	5425
met5	2.076	-	563
-- power by group --
| group | leakage (nW) | internal [mW] | switching, mW |
|---|---|---|---|
| registers | 18.4 | 5.41 | 0.00207 |
| clock network | 3.11 | 2.38 | 1.81 |
| logic | 5.08 | 0.156 | 0.294 |
| total | 26.6 | 7.94 | 2.11 |
-- per-stage QoR --
stage | setup WS [ns] | hold WS (ns) | cells
6_report | 5.327 | 3.044 | 6477
5_1_grt | 5.111 | 3.022 | 6475
4_1_cts | 5.072 | 2.998 | 6475
3_5_place_dp | 5.094 | 3.913 | 6108
3_3_place_gp | 5.159 | 3.905 | 6108
2_1_floorplan | 8.759 | 3.599 | 3539
-- worst max path at each step --
| stage | startpoint | end | slack (ns) | depth (start not counted) |
|---|---|---|---|---|
| 4_1_cts | dataAddr[1] | dataOut[7] | 5.07 | 11 |
| 5_1_grt | dataAddr[1] | dataOut[6] | 5.11 | 10 |
| 6_report | dataAddr[1] | dataOut[7] | 5.33 | 11 |
-- cells by family after synthesis --
family	share of synthesized area (%)
AOI/OAI and AO/OA	3.629
buffers and inverters	1.404
DFF	78.51
muxes	14.72
and+or+nand+nor	1.736
-- layout make-up --
| cell class | count | area, um2 |
|---|---|---|
| fill | 15870 | 106300 |
| sequential | 2048 | 61500 |
| multi-input combinational | 1258 | 15840 |
| clock buffer | 249 | 5231 |
| tap | 2624 | 3283 |
| timing repair buffer | 177 | 1479 |
| clock inverter | 118 | 1172 |
| antenna | 2 | 5.005 |
| inverter | 1 | 3.754 |
-- cells in the mapped netlist (all sizes together) --
library cell  count
a21oi           128
a22oi           256
and2              3
buf              87
clkbuf          145
edfxtp         2048
inv               1
mux4            512
nand2            28
nand2b            6
nand3            13
nand4             8
nor2            232
nor2b             7
nor3             30
o41ai            32
or2               2
or3               1
Power and IR drop assume default switching activity.
